[design/flow/design.v]
module ROM_8bit(
	input wire [2:0] address,  
	output reg [7:0] data
);
	reg [7:0] mem [0:15];  
initial begin
	mem[0]  = 8'b0001_1100;
	mem[1]  = 8'b0110_0110;
	mem[2]  = 8'b1010_1010;
	mem[3]  = 8'b0101_0101;
	mem[4]  = 8'b1111_0000;
	mem[5]  = 8'b0000_1111;
	mem[6]  = 8'b1011_1011;
	mem[7]  = 8'b0111_0111;
	mem[8]  = 8'b1100_1100;
	mem[9]  = 8'b0011_0011;
	mem[10] = 8'b1101_1101;
	mem[11] = 8'b0010_0010;
	mem[12] = 8'b1110_1110;
	mem[13] = 8'b0001_0001;
	mem[14] = 8'b1000_1000;
	mem[15] = 8'b0100_0100;
end
always @(*) begin
	data <= mem[address];
end
endmodule 
[design/flow/config.mk]
export PLATFORM = sky130hd
export DESIGN_NAME = ROM_8bit
export DESIGN_NICKNAME = ROM_8bit
export VERILOG_FILES = /design/flow/design.v
export SDC_FILE = /design/flow/constraint.sdc
export NUM_CORES = 4
export LEC_CHECK = 1
export CORE_AREA = 10 10 70 70
export DIE_AREA = 0 0 80 80
[design/flow/run.sh]
#!/bin/bash
# OpenROAD 26Q1-2900-gdf79404cd8, Yosys 0.63+post, stock flow scripts
make -C /OpenROAD-flow-scripts/flow DESIGN_CONFIG=/design/flow/config.mk WORK_HOME=/design/flow/orfs finish
[design/flow/constraint.sdc]
current_design ROM_8bit

set clk_period 1.0
set clk_io_pct 0.2

create_clock -name clk0 -period $clk_period

set non_clock_inputs [all_inputs -no_clocks]
set_input_delay [expr $clk_period * $clk_io_pct] -clock clk0 $non_clock_inputs
set_output_delay [expr $clk_period * $clk_io_pct] -clock clk0 [all_outputs]
==> out/qor.yml <==
routed_wl_um: 715
layout-drive-gt1-share_pct: 87.80
flops: 0
hold_violations: 0
io_buffers: 11
rsz0062_at_grt: "yes"
grt_pass1_wl_mm: 1.193
synth.area.top_cells: "ha_1 37%, mux2i_1 24%, a21oi_2 10%"
fin_crit_sh_pct: 115.4
first_pass_iters: 2
worstHoldStart: "address[2]"
cp_common_cell: "buf_6"
timing.hold.ws_ps: 739.8
seqCellArea_um2: 0
grt_util_all_layers_pct: 2.217
required_ps: 800
fill_cells: 397
design.portCount: 11
dpl.hpwl_um: 536.2
drc: 0
seq_power_share_pct: 0
status: "finished with violations"
worstSetupPathType: "in -> out"
num_vias: 213
gp_congestion: 0.6844
die_h_um: 80
worstMarginPinSlew_ps: 126.1
peakVddDrop_mv: 0.09110
coreArea_um2: 3416
crit_path_end_kind: "output pin"
cap_violations: 0
fin_ws_ps: -154.0
yosys-stat-area_um2: 170.2
wl_per_cell_um: 8.218
grt_max_degree: 6
p_comb_share_pct: 100.0
rows: 21
antennaDiodeCount: 0
synthCells: 20
start_kind: "input pin"
hp-class: "in -> out"
die_area_um2: 6400
critPathLaunch: "address[1]"
powerDensity_nw_per_um2: 392.2
lay_top_cells: "7 x buf_2, 7 x buf_6, 6 x buf_4"
grt_pass1_vias: 236
viasPerCell: 2.448
top_area_share_pct: 36.76
p_total_uw: 192.4
yosysCellCount: 20
nClkBuffers: 0
fp-utilization_pct: 4.982
slew_viol_final: 0
grt_antenna_before_repair: 0
syn-mean-instance-area_um2: 8.508
cp.arrival_ps: 950
power.internal_uw: 116.0
switching_share_pct: 39.69
grt-ovfl-total: 0
dp_slack_ps: -1026
syn_to_final_growth_pct: 188.2
ant_nets: 0
violations: "negative setup slack"
syn_area_um2: 170.2
cp_max_fo: 3
synth_cell_types: 10
seq_area_frac_synth_pct: 0
power.switching_uw: 76.35
cp_slowest_cell: "mux2_4"
cp_cell_sequence: "buf_8 > buf_6 > ha_4 > mux2_4 > buf_6"
warning_count: 38
timing.fmax_mhz: 866.5
setup_viol: 7
leakage_nw: 0.2094
p_clk_share_pct: 0
yosysWarnings: 1
drt_iter0_drc: 2
slew_headroom_pct: 91.35
period_needed_ps: 1154
max_stage_delay_ps: 270
die_x_um: 80
largest_area_cell: "ha_1"
## Yosys cell counts
master,n
inv_2,1
nand2_1,1
nor2_1,2
mux2i_1,4
a21oi_2,2
inv_1,2
ha_1,5
o21ai_1,1
buf_6,1
mux2_2,1
## routing by layer
metal / track usage (%) / routed length, um / vias to the layer above
met5: 0 / 0 / -
met4: 0 / 0 / 0
met3: 1.932 / 155 / 0
met2: 2.809 / 238 / 11
met1: 2.900 / 321 / 94
li1: - / - / 108
## path summary, 6_finish.rpt
kind                      end  depth (start not counted)  slack [ps]
worst max-delay path  data[7]                          5        -150
worst min-delay path  data[7]                          3         740
## stage by stage
step	setup TNS, ps	cells	cell area [um^2]	utilization, %
2_1_floorplan	0	20	170.2	-
3_3_place_gp	-7196	82	371.6	10.88
3_5_place_dp	-7612	82	371.6	10.88
4_1_cts	-548.9	87	479.2	14.03
5_1_grt	-876.3	87	490.5	14.36
6_report	-537.3	87	490.5	14.36
## cell families after synthesis
| logic type | after synthesis | synth area share, % |
|---|---|---|
| adder cells (fa/ha/maj) | 5 | 36.76 |
| buffers and inverters | 4 | 13.23 |
| multiplexers | 5 | 30.15 |
| AND/OR/NAND/NOR | 3 | 6.617 |
| AND-OR/OR-AND | 3 | 13.23 |
## power by group through the flow
stage,combinational [mW],sequential [mW],clock (mW)
final,0.192,0,0
after CTS,0.187,0,0
after global routing,0.211,0,0
## worst max-delay path: cells and delay by family
kind                       cells  cell delay, ps
adders and majority gates      1             150
buffers and inverters          3             330
muxes                          1             270
## layout make-up
class / instances / area (um^2) / share of cell area (%)
inverter: 3 / 21.27 / 4.337
multi-input combinational: 16 / 222.7 / 45.41
tap: 46 / 57.56 / 11.73
timing repair buffer: 22 / 188.9 / 38.52
## timing repair
| action | 4_1_cts | 5_1_grt |
|---|---|---|
| buffers inserted | 6 | 0 |
| resized | 68 | 3 |
| hold buffers | 0 | 0 |
| pin swaps | 5 | 3 |
| hold endpoints to repair | 0 | 0 |
| setup endpoints to repair | 8 | 8 |
Power and IR drop assume default switching activity.
