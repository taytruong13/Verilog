### config.mk
export PLATFORM = sky130hd
export DESIGN_NAME = booth_multi
export DESIGN_NICKNAME = booth_multi
export VERILOG_FILES = /design/flow/design.v
export SDC_FILE = /design/flow/constraint.sdc
export NUM_CORES = 4
export LEC_CHECK = 1
export CORE_AREA = 10 10 73 73
export DIE_AREA = 0 0 83 83
### constraint.sdc
current_design booth_multi

set clk_period 8.9
set clk_io_pct 0.2

create_clock -name clk0 -period $clk_period

set non_clock_inputs [all_inputs -no_clocks]
set_input_delay [expr $clk_period * $clk_io_pct] -clock clk0 $non_clock_inputs
set_output_delay [expr $clk_period * $clk_io_pct] -clock clk0 [all_outputs]
### design.v
module booth_multi #(parameter Size = 4)(
	input signed [Size-1:0] M, Q,  
	output signed [2*Size-1:0] Product
	);
	genvar g;
	wire signed [Size-1:0] A [0:Size];
	wire signed [Size-1:0] Qt [0:Size];
	wire q_1 [Size-1:0];
	assign q_1[0] = 1'b0;
	assign A[0] = 'b0;
	assign Qt[0] = Q;
	generate
		for(g=0;g<=Size;g=g+1) begin : booth_loop
			booth_unit #(Size) bu(
				.q_1(q_1[g]),
				.M(M),
				.A(A[g]),
				.Q(Qt[g]),
				.At(A[g+1]),
				.Qt(Qt[g+1]),
				.q_1out(q_1[g+1]));
		end
	endgenerate
	assign Product = {A[Size],Qt[Size]};
endmodule 
module booth_unit #(parameter Size = 4)(
	input q_1,
	input [Size-1:0] M, A, Q,
	output reg [Size-1:0] At, Qt,
	output reg q_1out
	);
	wire [Size-1:0] Add, Sub;
	wire [1:0] qq_1;
	assign qq_1 = {Q[0], q_1};
	Adder #(Size) adder_u(.inA(A),.inB(M),.SumAB(Add));
	Subtractor #(Size) sub_u(.inA(A),.inB(M),.DiffAB(Sub));
always @(*) begin 
	case (qq_1)
		2'b00, 
		2'b11 : {At,Qt,q_1out} = {A[Size-1],A,Q};
		2'b10 : {At,Qt,q_1out} = {Sub[Size-1],Sub,Q};
		2'b01 : {At,Qt,q_1out} = {Add[Size-1],Add,Q};
	endcase
end
endmodule
module Adder #(parameter Size = 4) (
	input [Size-1:0] inA, inB,
	output [Size-1:0] SumAB
	);
	assign SumAB = inA + inB;
endmodule 
module Subtractor #(parameter Size = 4) (
	input [Size-1:0] inA, inB,
	output [Size-1:0] DiffAB
	);
	assign DiffAB = inA - inB;
endmodule 
### run.sh
#!/bin/bash
# OpenROAD 26Q1-2900-gdf79404cd8, Yosys 0.63+post, stock flow scripts
make -C /OpenROAD-flow-scripts/flow DESIGN_CONFIG=/design/flow/config.mk WORK_HOME=/design/flow/orfs finish
==> out/metrics.yaml <==
detailed_route_wire_length_per_cell_um: 10.3
layout.clock_buffers: 0
worst_setup_path_start_kind: "input port"
grt_first_pass_wirelength_um: 3020
n_sequential_cell: 0
drt-pass1-iter-count: 4
design.portCount: 16
detail_route.vias_per_cell: 4.18
synth_warnings: 2
layout-drive-gt1-share_pct: 14.4
critical_path_required_ps: 7120
cp.buffers_inverters: 4
num_rows: 22
slew_headroom_pct: 76.6
first_global_vias: 684
worstSetupEndpointType: "primary output"
place.gp.congestion: 0.784
seq_total_area_yosys_pct: 0
finalCritPeriodShare_pct: 96.0
status: "finished clean"
regArea_um2: 0
final_util_pct: 26.3
worst_pin_slew_ps: 348
largest_net_degree_at_the_start_of_global_routing: 11
ant_nets: 0
synth_area_per_cell_um2: 7.95
largest_stage_delay_on_the_critical_path_ps: 560
grt_usage_pct: 4.83
place.port_buffers: 16
grt_antenna_before_repair: 0
synth_cell_type_count: 27
horiz_die_dim_um: 83
drt_iter0_drc: 17
tool_warnings: 32
final.setup.tns_ps: 0
critical_path.cell_chain: "clkdlybuf4s50_1, or4_1, nand3_1, inv_1, ha_1, nand2_1, nor2_1, or4b_4, a32oi_4, inv_1, ha_1, a21oi_1, xnor3_1, nor2b_1, xnor2_1, ha_1, a21oi_1, xnor2_1, nor2_1, xor2_1, clkdlybuf4s50_1"
timing.max_cap.violations: 0
routed_wirelength_um: 1650
n_antenna_cell: 0
cts.hold.buffers_added: 0
detailed_place_hpwl_um: 1480
worstPathMaxFanout: 5
timing.final.max_slew_violations: 0
core-area_um2: 3740
netlist_instances: 94
cell_type_group_with_the_largest_total_delay_on_the_critical_path: "simple AND/OR/NAND/NOR gates"
area_growth_syn_to_layout_pct: 31.8
vdd_drop_max_mv: 0.0537
critical_path.slowest_cell: "sky130_fd_sc_hd__or4_1"
globalRoute.totalOverflow: 0
ys_cells: 94
fmax_mhz: 117
power.static_leakage_nw: 0.454
synth_chip_area_um2: 747
die_area_um2: 6890
final-hold-violation-count: 0
floorplan.initialDensity_pct: 20.0
die_y_um: 83
crit_top_cell: "sky130_fd_sc_hd__ha_1"
grt_setup_unrepaired: "no"
drc_errors: 0
cp.arrival_ps: 6760
setup_viol: 0
synthesis.area_um2: 747
period_needed_ps: 8540
power.density_nw_per_um2: 127
dr_total_vias: 664
hold_class: "in2out"
worstSetupPathType: "in2out"
## timing repair
item	4_1_cts	5_1_grt
endpoints found under the setup margin	0	2
buffers inserted	0	0
resized	0	2
## worst min-delay path, delay by kind of cell
| kind | cells | cell delay (ps) |
|---|---|---|
| muxes | 1 | 150 |
| AOI/OAI and AO/OA | 1 | 100 |
| buffers and inverters | 2 | 620 |
## stage by stage
step | hold slack [ps] | setup WS [ps] | total power, W | area, µm² | cells
2_1_floorplan | 3630 | 1440 | 0.0000779 | 747 | 94
3_3_place_gp | 4760 | 269 | 0.000127 | 978 | 159
3_5_place_dp | 4760 | 246 | 0.000128 | 978 | 159
4_1_cts | 4770 | 228 | 0.000128 | 978 | 159
5_1_grt | 4470 | 16.3 | 0.000143 | 985 | 159
6_report | 4420 | 356 | 0.000125 | 985 | 159
## layout by cell type (no fill, tap or decap), drive strengths merged, types with 2 or more instances in the layout
master         Yosys  final
buf                2      4
o21ai              3      3
and2               2      2
fa                 3      3
nor2              11     11
clkdlybuf4s50      0     15
or4b               2      2
nor3               2      2
ha                12     12
xnor2              7      7
mux2               7      7
xor2               5      5
nand2              4      4
inv               12     12
a21oi              6      6
a21o               3      3
nand3              3      3
## cell usage after synthesis, drive strengths merged
library cell / number / area (µm²)
ha: 12 / 150
o31ai: 1 / 7.51
nand3: 3 / 15.0
inv: 12 / 45.0
or2: 1 / 6.26
xnor3: 1 / 22.5
nand2: 4 / 15.0
clkbuf: 1 / 3.75
o21ai: 3 / 15.0
a31oi: 1 / 6.26
or4: 1 / 7.51
a21o: 3 / 22.5
xnor2: 7 / 61.3
a32oi: 1 / 27.5
xor2: 5 / 43.8
o211a: 1 / 10.0
mux2i: 1 / 10.0
and2: 2 / 12.5
nor3: 2 / 10.0
mux2: 7 / 78.8
a21oi: 6 / 30.0
or4b: 2 / 23.8
nor2b: 1 / 6.26
fa: 3 / 60.1
nor2: 11 / 41.3
buf: 2 / 15.0
## layer usage
| layer | vias to the layer above | routed length, µm | global-route usage, % |
|---|---|---|---|
| li1 | 357 | - | - |
| met1 | 298 | 882 | 6.86 |
| met2 | 9 | 730 | 8.17 |
| met3 | 0 | 32 | 0.394 |
| met4 | 0 | 0 | 0 |
| met5 | - | 0 | 0 |
## final timing paths
check  slack, ps  cells after the start    endpoint  start
max          360                     21  Product[6]   M[0]
min         4420                      4  Product[1]   M[1]
## power by group
group | switching, W | internal, W | total (W)
combinational | 0.0000480 | 0.0000768 | 0.000125
clock | 0 | 0 | 0
sequential | 0 | 0 | 0
total | 0.0000480 | 0.0000768 | 0.000125
## layout make-up
cell class	count	area, µm²
fill	440	2760
inverter	12	45.0
multi-input combinational	79	687
tap	48	60.1
timing repair buffer	20	193
## kinds of logic (layout without fill, tap and decap cells)
logic type / count (synthesis) / count (layout) / share of synthesized area (%)
AND-OR/OR-AND: 16 / 16 / 15.9
XOR/XNOR: 13 / 13 / 17.1
adder cells (fa/ha/maj): 15 / 15 / 28.1
buffers and inverters: 15 / 32 / 8.54
multiplexers: 8 / 8 / 11.9
AND/OR/NAND/NOR: 27 / 27 / 18.4
Power and IR drop assume default switching activity.
