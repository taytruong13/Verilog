===== flow/design.v =====
module ALU_8bit(
	input [3:0] operation,
	input [8-1:0] A,   
	input [8-1:0] B,   
	output reg [2*8-1:0] result,
	output reg carry_flag 
); 
always @(*) begin
	case(operation)
		4'b0000 : begin  
			result = A + B;
			carry_flag = result[8];
		end
		4'b0001 : begin  
			result = A - B;
			carry_flag = result[8];
		end 
		4'b0010 :   
			result = A * B;
		4'b0011 :   
			result = A/B;
		4'b0100 :   
			result = A << 1;
		4'b0101 :   
			result = A >> 1;
		4'b0110 :   
			result = {A[8-2:0],A[8-1]};
		4'b0111 :   
			result = {A[0],A[8-1:1]};
		4'b1000 :   
			result = A & B;
		4'b1001 :   
			result = A | B;
		4'b1010 :   
			result = A ^ B;
		4'b1011 :   
			result = ~(A|B);
		4'b1100 :   
			result = ~(A & B);
		4'b1101 :   
			result = ~(A ^ B);
		4'b1110 :   
			result = (A>B) ? 'b1 : 'b0;
		4'b1111 :   
			result = (A==B) ? 'b1 : 'b0;
		default : 
			result = 'bx;
	endcase
end 
endmodule 

===== flow/run.sh =====
#!/bin/bash
# OpenROAD 26Q1-2900-gdf79404cd8, Yosys 0.63+post, stock flow scripts
make -C /OpenROAD-flow-scripts/flow DESIGN_CONFIG=/design/flow/config.mk WORK_HOME=/design/flow/orfs finish

===== flow/config.mk =====
export PLATFORM = sky130hd
export DESIGN_NAME = ALU_8bit
export DESIGN_NICKNAME = ALU_8bit
export VERILOG_FILES = /design/flow/design.v
export SDC_FILE = /design/flow/constraint.sdc
export NUM_CORES = 4
export LEC_CHECK = 1
export CORE_UTILIZATION = 40

===== flow/constraint.sdc =====
current_design ALU_8bit

set clk_period 19.5
set clk_io_pct 0.2

create_clock -name clk0 -period $clk_period

set non_clock_inputs [all_inputs -no_clocks]
set_input_delay [expr $clk_period * $clk_io_pct] -clock clk0 $non_clock_inputs
set_output_delay [expr $clk_period * $clk_io_pct] -clock clk0 [all_outputs]

==> impl_metrics.yaml <==
# implementation run metrics
outcome:
  status: "complete, but fails checks"
  violations: "setup timing"
floorplanning:
  fp-row-count: 54
  ios: 37
  fp-utilization_pct: 41.2
  core_area_um2: 22000
  dieWidth_um: 153
  fp.dieH_um: 153
  die_area_um2: 23300
layout:
  n_fill_cell: 1722
  drive_above_1_share_pct: 39.9
  stdcell_count: 2010
  largest_register_ffs: 1
  seq_area_um2: 15.0
  area_growth_pct: 58.4
  comb_area_um2: 9560
drt:
  dr.pass1.iters: 16
  met2_length_mm: 14.9
  dr.max_layer_used: "met4"
  vias_per_cell: 5.59
  antenna_cells: 0
  route.detailed.drc: 0
  wl_met1_mm: 15.7
  drt_iter0_drc: 739
  met3_length_mm: 1.99
  totalWireLength_mm: 33.7
  wire_per_inst_um: 16.7
  vias: 11233
  ant_nets: 0
worst_setup_path:
  arrival_ns: 28.40
  critPathMaxStageDelay_ns: 0.44
  path_max_fanout: 8
  endpoint_kind: "output pin"
  crit_type: "in2out"
  crit_path_frequent_cell: "o21a_1"
  required_ns: 15.60
  critPathLaunchType: "input port"
  critPathSlowestCell: "o41ai_4"
timing:
  fin_setup_tns_ns: -46.59
  drv_slew: 0
  timing.final.ws_setup_ns: -12.80
  min_period_ns: 32.30
  unconstrained_endpoints: 2
  hold_viol: 0
  unclocked_regs: 1
  finalClockPeriodUsage_pct: 166
  slew_headroom_pct: 57.9
  rsz0062_at_grt: "yes"
  tightest_slew_ns: 0.629
  max_freq_ghz: 0.0310
  setup_viol: 7
placement:
  detailedPlace.worstSlack_ns: -13.91
  port_buffers: 37
  dp_hpwl_mm: 24.3
  routabilityCongestion: 1.01
  post-place-cells: 1850
power_and_ir_drop:
  p_switching_mw: 1.00
  clkPwrFrac_pct: 0
  ir_drop_mv: 0.297
  p_per_area_nw_per_um2: 159
  seq_power_share_pct: 0
  swShare_pct: 43.9
  p_comb_share_pct: 100.0
  total_power_mw: 2.29
  p_int_mw: 1.28
  p_leak_nw: 7.15
run:
  drv_cap: 0
  warnings: 54
logic_synthesis:
  ys_async_sr_fraction_pct: 0
  yosys-stat-area_um2: 9080
  ys_warn_count: 1
  synth_cells: 1236
  ys_ff: 1
  syn_avg_cell_area_um2: 7.35
  top_cells_by_count: "162 x ha_1, 121 x nor2_1, 104 x nand2_1"
  synth-main-ff-cell: "dlxtn_1"
  ys_cells: 1236
  largest_area_cell: "ha_1"
  yosysTopAreaCellShare_pct: 22.3
  topCellsByArea: "ha_1 22%, fa_1 8.4%, nor2_1 5.0%"
  synth_area_um2: 9080
  netlist-cell-type-count: 93
  synth-edff-count: 0
  top_cell: "ha_1"
global_route:
  grt_max_degree: 41
  grt_pass1_vias: 10699
  overflow: 0
  antenna_found_initial: 0
  track_usage_pct: 28.3
  grt_pass1_wl_mm: 52.8
clock_tree:
  cts_hold_buf: 0
hold_path:
  hold_class: "in2out"
through the flow:
stage	area, um2	utilization, %	hold slack (ns)
2_1_floorplan	9650	-	8.02
3_3_place_gp	12600	57.4	9.23
3_5_place_dp	12600	57.4	9.22
4_1_cts	13800	62.5	8.83
5_1_grt	14400	65.3	8.90
6_report	14400	65.3	8.83
cells by family after synthesis:
family | share of synthesized area (%)
latches | 0.165
adders and majority gates | 30.7
muxes | 6.20
other | 0.0413
xor gates and xnor gates | 6.27
buffers and inverters | 6.18
AOI/OAI and AO/OA | 28.7
and+or+nand+nor | 21.7
timing repair:
action	CTS	global route
hold endpoints to repair	0	0
setup buffers	115	46
setup endpoints to repair	7	7
pin swaps	101	80
gates resized	80	62
final timing paths:
path  from         to  slack (ns)  depth (start not counted)
min   B[0]  result[1]        8.83                          8
max   B[1]  result[0]      -12.80                        135
per-layer routing:
layer / vias up / track usage, %
met2: 376 / 45.2
met5: - / 0
met4: 0 / 7.46
met3: 78 / 3.77
li1: 5538 / -
met1: 5241 / 40.4
layout make-up:
cell class                      instances  share of cell area [%]
Inverter                               99                    2.66
Multi-Input combinational cell       1103                    66.4
Sequential cell                         1                   0.104
Tap cell                              280                    2.43
Timing Repair Buffer                  527                    28.4
critical path, delay by kind of cell:
family	cells	cell delay, ns
AND/OR/NAND/NOR	29	4.39
buffers and inverters	21	2.88
AND-OR/OR-AND	64	11.67
multiplexers	7	2.03
adder cells (fa/ha/maj)	14	3.45
power groups by stage:
stage                 Sequential (mW)  Combinational (mW)  Clock [mW]
after CTS                    0.000380                2.08           0
after global routing         0.000434                2.49           0
final                        0.000381                2.29           0
cells in the final DEF, fill, tap and decap left out, drive strengths merged, types with 9 or more instances in the layout:
master         instances
a21o                  24
nor4                  13
o31ai                 16
o21ai                 61
a21oi                 75
xor2                  25
nand2                104
and3                  11
nand2b                13
inv                   95
nor2                 125
a31oi                 10
and2                  11
clkdlybuf4s50         28
nor3                  65
o211ai                17
xnor2                 40
nor2b                 11
mux2                  33
mux2i                 16
o21bai                12
or2                    9
fa                    38
or3                   13
o21a                  43
a211oi                13
o221ai                13
nand3                 19
ha                   162
buf                  495
Power and IR drop assume default switching activity.
